===== design/flow/run.sh =====
#!/bin/bash
# OpenROAD 26Q1-2900-gdf79404cd8, Yosys 0.63+post, stock flow scripts
make -C /OpenROAD-flow-scripts/flow DESIGN_CONFIG=/design/flow/config.mk WORK_HOME=/design/flow/orfs finish

===== design/flow/config.mk =====
export PLATFORM = sky130hd
export DESIGN_NAME = moneyEntered_minus_PG
export DESIGN_NICKNAME = moneyEntered_minus_PG
export VERILOG_FILES = /design/flow/design.v
export SDC_FILE = /design/flow/constraint.sdc
export NUM_CORES = 4
export LEC_CHECK = 1
export CORE_AREA = 10 10 70 70
export DIE_AREA = 0 0 80 80

===== design/flow/constraint.sdc =====
current_design moneyEntered_minus_PG

set clk_period 2.8
set clk_io_pct 0.2

create_clock -name clk0 -period $clk_period

set non_clock_inputs [all_inputs -no_clocks]
set_input_delay [expr $clk_period * $clk_io_pct] -clock clk0 $non_clock_inputs
set_output_delay [expr $clk_period * $clk_io_pct] -clock clk0 [all_outputs]

===== design/flow/design.v =====
`timescale 1ns / 1ps
module moneyEntered_minus_PG(moneyEntered, PG, moneyEntered_minus_PG);
input[4:0] moneyEntered;
input[4:0] PG;
output[4:0] moneyEntered_minus_PG;  
reg[4:0] moneyEntered_minus_PG;
always@ (moneyEntered, PG)
	moneyEntered_minus_PG = moneyEntered - PG;
endmodule

==> metrics.yaml <==
final_timing:
  hold_viol_final: 0
  slew_viol_final: 0
  fin_crit_ps: 2630
  fin_crit_sh: 0.939
  fin_tns_setup_ps: 0
  max_slew.worst_pin.slew_ps: 158
  setup_violations: 0
  rsz0062_at_grt: "no"
  max_freq_mhz: 380
  worst_slew_margin_rel: 0.894
synth:
  synth.distinct_cells: 10
  yosysTopAreaCellShare: 0.313
  syn_area_um2: 160
  area_leaders: "ha_1 (31%), inv_1 (14%), fa_1 (13%)"
  yosys_warnings: 1
  yosys-top-cells-count: "inv_1 (6), ha_1 (4), xnor2_1 (2), xor2_1 (2)"
  ys_area_um2: 160
  avgSynthCellArea_um2: 8.01
  largest_area_cell: "ha_1"
  synth_top_cell_by_count: "inv_1"
  syn_inst: 20
  ys_seq_share: 0
  ys_cells: 20
route:
  routedWlPerCell_um: 6.52
  drtPass1Iterations: 2
  via_count: 183
  drtIter0Drc: 1
  route.detailed.drc: 0
  routed_wl_um: 548
  antennaDiodeCount: 0
  ant_nets: 0
  drt-vias-per-instance: 2.18
setup_path:
  crit_chain: "clkdlybuf4s50_1, inv_1, ha_1, buf_4, a21oi_1, nand2_1, xor2_1, dlygate4sd2_1"
  cp_slowest_stage_delay_ps: 450
  worstPathMaxFanout: 3
  end_kind: "output port"
  start_kind: "input pin"
  crit_slowest_cell: "clkdlybuf4s50_1"
  required_ps: 2240
  arrival_ps: 2070
  crit_type: "input pin to output port"
run:
  warning_count: 33
  drv_cap: 0
placement:
  io_buffers: 15
  place_hpwl_um: 526
  gp_congestion: 0.741
grt:
  grt-ovfl-total: 0
  grt_pass1_wl_um: 890
  grt_usage: 0.0166
  antenna_found_initial: 0
  grt_pass1_vias: 192
  grt_start_max_net_pins: 4
die:
  fp.coreArea_um2: 3420
  io_pins: 15
  initCoreUtil: 0.0469
  dieWidth_um: 80
  chip_area_um2: 6400
  rows: 21
  die_h_um: 80
clocking:
  postCtsHoldBufs: 0
  post-cts-setup-buffers: 0
final_layout:
  seq_cell_count: 0
  flop_area_um2: 0
  final_util: 0.115
  area_growth_pct: 145
  clock_buffers: 0
  layout-drive-gt1-share: 0.211
power_and_ir_drop:
  ir_worst_vdd_uv: 17.1
  power.density_nw_per_um2: 158
  p_leak_uw: 0.000187
hold_path:
  hold_class: "input pin to output port"
run_status:
  status: "finished clean"
[cell families (layout without fill, tap and decap cells)]
group / Yosys count / count (layout) / synth area share
xor+xnor: 4 / 4 / 0.219
simple gates: 2 / 2 / 0.0703
buf+inv: 6 / 24 / 0.141
fa+ha+maj: 5 / 5 / 0.438
compound gates: 3 / 3 / 0.133
[timing repair]
action	in CTS	in global routing
hold endpoints to repair	0	0
pin swaps	1	5
resized	3	8
endpoints found under the setup margin	3	1
[where the power goes]
group	switching [uW]	internal [uW]	leakage, uW
clock	0	0	0
combinational	19.4	42.5	0.000187
sequential	0	0	0
[path summary, 6_finish.rpt]
check              from                  endpoint  cells after the start  slack, ps
hold / removal    PG[0]  moneyEntered_minus_PG[0]                      4       1790
setup / recovery  PG[2]  moneyEntered_minus_PG[3]                      8        170
[metrics by stage]
step | area (um2) | cells | hold WS (ps) | power (uW) | worst slack, ps
final | 393 | 84 | 1790 | 61.9 | 169
after global routing | 393 | 84 | 1830 | 70.9 | 64.9
after CTS | 387 | 84 | 2000 | 65.2 | -70.8
after detailed placement | 390 | 84 | 2120 | 71.3 | -352
after global placement | 390 | 84 | 2120 | 70.6 | -349
after floorplan | 160 | 20 | 1230 | 21.5 | 675
[final cells by class]
type | count | area (um2)
inverters | 6 | 22.5
fillers | 403 | 3020
repair buffers | 18 | 170
multi-input cells | 14 | 143
well taps | 46 | 57.6
[worst max-delay path: cells and delay by family]
kind,cells,cell delay (ps)
xor gates and xnor gates,1,140
buffers and inverters,4,880
adders and majority gates,1,280
and+or+nand+nor,1,80
AOI/OAI and AO/OA,1,140
[metal layers]
metal | routed length [um] | vias to the layer above | track usage | share of wire
li1 | - | 98 | - | -
met1 | 223 | 79 | 0.0185 | 0.41
met2 | 285 | 6 | 0.0337 | 0.52
met3 | 38 | 0 | 0.00227 | 0.069
met4 | 0 | 0 | 0 | 0
met5 | 0 | - | 0 | 0
[layout by cell type (no fill, tap or decap)]
master	count
nand2_1	1
inv_2	1
a21oi_2	1
dlygate4sd2_1	2
a21o_1	1
buf_2	1
buf_4	3
clkdlybuf4s50_1	10
a21oi_1	1
xor2_1	2
inv_1	5
fa_2	1
xnor2_1	2
ha_2	1
nand3b_1	1
ha_1	3
dlymetal6s2s_1	2
Power figures rest on the tool's default switching activity, not on a simulated workload.
