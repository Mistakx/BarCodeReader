===== /design/flow/config.mk =====
export PLATFORM = sky130hd
export DESIGN_NAME = I_StateMachine
export DESIGN_NICKNAME = I_StateMachine
export VERILOG_FILES = /design/flow/design.v
export SDC_FILE = /design/flow/constraint.sdc
export NUM_CORES = 4
export LEC_CHECK = 1
export CORE_AREA = 10 10 70 70
export DIE_AREA = 0 0 80 80

===== /design/flow/constraint.sdc =====
current_design I_StateMachine

set clk_period 2.7
set clk_io_pct 0.2

create_clock -name clk0 -period $clk_period [get_ports {clock}]

set non_clock_inputs [all_inputs -no_clocks]
set_input_delay [expr $clk_period * $clk_io_pct] -clock clk0 $non_clock_inputs
set_output_delay [expr $clk_period * $clk_io_pct] -clock clk0 [all_outputs]

===== /design/flow/design.v =====
`timescale 1ns / 1ps
module I_StateMachine(clock, reset, inputMoney, outputMoney);
input clock;
input reset;
input[4:0] inputMoney;
reg[1:0] state;  
output [1:0] outputMoney;  
reg [1:0] outputMoney;
always@ (posedge clock or posedge reset)
	begin
		if (reset == 1'b1)
			begin
			state = 2'b00;
			outputMoney  = 2'b00;
		end
		else
			case (state)
				2'b00:
					if (inputMoney == 4'd10)
						begin
							state = 2'b01;
							outputMoney = 2'b01;
						end
					else if (inputMoney == 5'd20)
						begin
							state = 2'b10;
							outputMoney = 2'b10;
						end
				2'b01:
					if (inputMoney == 4'd10)
						begin
							state = 2'b10;
							outputMoney = 2'b10;
						end
					else if (inputMoney == 5'd20)
						begin
							state = 2'b00;
							outputMoney = 2'b11;
						end
				2'b10:
					if (inputMoney == 4'd10)
						begin
							state = 2'b00;
							outputMoney = 2'b11;
						end
			endcase
	end
endmodule

===== /design/flow/run.sh =====
#!/bin/bash
# OpenROAD 26Q1-2900-gdf79404cd8, Yosys 0.63+post, stock flow scripts
make -C /OpenROAD-flow-scripts/flow DESIGN_CONFIG=/design/flow/config.mk WORK_HOME=/design/flow/orfs finish

==> results.ini <==
[run_status]
outcome=finished clean

[route]
ant_nets=0
wl_um=700
vias_per_cell=3.24
drc_errors=0
wl_per_cell_um=8.05
drt_iter0_drc=4
first_pass_iters=3
diodes=0
vias=282

[logic_synthesis]
syn_avg_cell_area_um2=11.3
yosys_warnings=1
netlist_instances=29
ys_cells=29
synth_cell_types=23
yosysChipArea_um2=329
synth_seq_share_pct=38.4
numSynthFlops=5
synth_area_um2=329

[placed_design]
io_buffers=8
place_ws_ns=0.699
hpwlAfterDp_um=597
place_congestion=0.813

[critical_path]
cp.required_ns=2.81
cpLargestDelayFamily=simple AND/OR/NAND/NOR gates
slowest_stage=clkdlybuf4s50_1
critPathMaxStageDelay_ns=0.54
crit_arrival_ns=1.86
endpoint_kind=flop
path_cells=clkdlybuf4s50_1, nand2b_4, or4b_4, a21oi_2, nor3_1
path_class=primary input to flop
startpoint_type=primary input
cp_num_buf_inv=1
critPathMaxFanout=3

[floorplan]
core_um2=3420
io-pin-count=9
dieHeight_um=80
dieArea_um2=6400
initial_core_util_pct=9.63
core.rowCount=21
die_w_um=80

[cells_and_area]
layout-drive-gt1-share_pct=29.3
lay_top_count=clkdlybuf4s50_1
fillers=400
area_growth_pct=49.8
final_cell_mix=clkdlybuf4s50_1, dfrtp_1, clkbuf_4
final_core_util_pct=14.4

[grt]
use_met1_pct=2.61
grtUsageMet2_pct=3.21
grtUsageMet3_pct=1.14
antenna_found_initial=0
top_usage_layer=met2
grt_pass1_vias=284
grt_max_degree=8
grt_first_pass_wirelength_mm=1.19
grt_util_all_layers_pct=2.18
overflow=0

[timing]
fmax_mhz=573
min_period_ns=1.74
fin_setup_tns_ns=0
drv_slew=0
setup_ws_ns=0.955
hold_viol=0
finalClockSkew_ns=0.00297
finalClockPeriodUsage_pct=64.6
rsz0062_at_grt=false
tightest_slew_ns=0.305
finalSetupViolations=0
max_slew_margin_pct=79.6

[clocking]
cts.path.max_buffers=2
cts-resized-gates=0
insertion_delay_ns=0.24
root_buffer=clkbuf_4
postCtsSetupBuffers=0
cts_hold_buf=0
clkTransAtPathRegs_ns=0.04
cts_sinks=5
cts_tree=yes
numCtsBuffers=3
cts_htree_levels=1

[job]
warning_count=25
cap_violations=0

[power]
leakagePower_nw=0.191
p_total_mw=0.298
peakVddDrop_uv=233
p_per_area_nw_per_um2=605

[min_path]
hold_class=primary input to async pin

==> stage by stage <==
step,hold slack [ns],std cells,cell area (um2)
after floorplan,0.318,29,329
after global placement,0.536,83,467
after detailed placement,0.547,83,467
after CTS,0.500,87,493
after global routing,0.508,87,493
final,0.497,87,493
==> Yosys cell counts <==
cell type / instances / area (um2)
a2111oi_2: 1 / 15.0
a211o_1: 1 / 8.76
a211oi_1: 1 / 7.51
a21o_1: 1 / 7.51
a21oi_1: 1 / 5.00
a21oi_2: 1 / 8.76
a22o_1: 2 / 17.5
and2b_2: 1 / 8.76
and3b_4: 1 / 12.5
dfrtp_1: 4 / 100
dfstp_2: 1 / 26.3
inv_1: 2 / 7.51
nand2_1: 1 / 3.75
nand2b_1: 1 / 6.26
nand2b_4: 1 / 13.8
nand4b_1: 1 / 8.76
nor2_1: 2 / 7.51
nor3_1: 1 / 5.00
nor3_4: 1 / 16.3
nor3b_2: 1 / 12.5
o211ai_1: 1 / 7.51
o31a_1: 1 / 8.76
or4b_4: 1 / 13.8
==> final cells by class <==
class	count	area [um2]	share of cell area, %
inverter	2	7.51	1.52
tap	46	57.6	11.7
sequential	5	126	25.6
multi-input combinational	22	195	39.6
clock buffer	4	26.3	5.33
timing repair buffer	8	80.1	16.2
==> routing by layer <==
layer,wire [um],vias up
met4,19,0
met2,315,9
li1,-,136
met5,0,-
met3,31,2
met1,333,135
==> worst paths after layout <==
kind                                       end          start  depth (start not counted)  slack, ns
worst max-delay path            outputMoney[0]  inputMoney[3]                          5       0.96
worst min-delay path                  state[2]          reset                          2       0.50
worst max register to register  outputMoney[0]       state[2]                          3       1.43
worst min register to register        state[0]       state[0]                          1       0.55
max in group asynchronous             state[0]          reset                          2       1.96
min in group clk0                     state[0]       state[0]                          1       0.55
==> report_power, final <==
part	total, mW	switching, mW	internal (mW)
combinational	0.0849	0.0296	0.0554
clock	0.0860	0.0302	0.0558
sequential	0.128	0.0286	0.0989
==> kinds of logic (layout without fill, tap and decap cells) <==
logic type / Yosys count / count (layout) / synth area share [%]
and+or+nand+nor: 12 / 12 / 33.1
DFF: 5 / 5 / 38.4
AOI/OAI and AO/OA: 10 / 10 / 26.2
buffers and inverters: 2 / 14 / 2.28
==> sequential cells by signal, summed over array words and instances (netlist names) <==
| signal | flops |
|---|---|
| state | 3 |
| outputMoney | 2 |
