## flow/config.mk

```make
export PLATFORM = sky130hd
export DESIGN_NAME = MoneyToGive
export DESIGN_NICKNAME = MoneyToGive
export VERILOG_FILES = /design/flow/design.v
export SDC_FILE = /design/flow/constraint.sdc
export NUM_CORES = 4
export LEC_CHECK = 1
export CORE_AREA = 10 10 70 70
export DIE_AREA = 0 0 80 80
```

## flow/design.v

```verilog
`timescale 1ns / 1ps
module MoneyToGive(clock, reset, mainState, inputMoney, valueToPay, moneyToGive);
	input clock;
	input reset;
	input [2:0] mainState;
	input [4:0] inputMoney;
	input [4:0] valueToPay;
	output [4:0] moneyToGive;
	reg [4:0] moneyToGive;
	always @ (posedge clock or posedge reset)
		begin
			if (reset) moneyToGive = 0;
			else
				begin
					if (mainState == 3'd2) moneyToGive = inputMoney;
					else if (mainState == 3'd3)
						begin
							if ( (inputMoney == valueToPay) && (inputMoney != 0) && (valueToPay != 0)) moneyToGive = 5'd31;
							else moneyToGive = inputMoney - valueToPay;
						end
				end
		end
endmodule
```

## flow/constraint.sdc

```tcl
current_design MoneyToGive

set clk_period 1.0
set clk_io_pct 0.2

create_clock -name clk0 -period $clk_period [get_ports {clock}]

set non_clock_inputs [all_inputs -no_clocks]
set_input_delay [expr $clk_period * $clk_io_pct] -clock clk0 $non_clock_inputs
set_output_delay [expr $clk_period * $clk_io_pct] -clock clk0 [all_outputs]
```

## flow/run.sh

```bash
#!/bin/bash
# OpenROAD 26Q1-2900-gdf79404cd8, Yosys 0.63+post, stock flow scripts
make -C /OpenROAD-flow-scripts/flow DESIGN_CONFIG=/design/flow/config.mk WORK_HOME=/design/flow/orfs finish
```

==> impl_metrics.ini <==
; implementation run metrics
[detailed_routing]
vias = 507
remaining_drc_errors = 0
firstDrtPassIters = 4
drt-wirelength-per-cell_um = 10.8
drt_iter0_drc = 23
antenna_cells = 0
via_per_inst = 3.73
wl_mm = 1.47
ant_nets = 0

[yosys]
flop_cell = dfrtp_1
syn_avg_cell_area_um2 = 8.33
yosys-stat-cells = 53
yosys_warnings = 1
async_reset_ff_share_pct = 100
synthTopCellsByCount = inv_1, dfrtp_1, o21ai_1
topCellsByArea = dfrtp_1, ha_1, inv_1, xnor2_1, o21ai_1
synth_flops = 5
synthCells = 53
ys_chip_area_um2 = 442
edf_count = 0
top_area_cell = dfrtp_1
synth.most_common_cell = inv_1
top_cell_area_share_pct = 28.3
netlist_area_um2 = 442
ys_types = 21
yosysSeqAreaShare_pct = 28.3

[timing]
tns_ns = -1.52
setup_viol = 5
timing_hold_violations_final = 0
finalMaxSlewViolations = 0
max_freq_ghz = 0.742
worst_clock_skew_ns = 0
rsz0062_at_grt = true
final.period_utilization_pct = 135
slew_headroom_pct = 86.7
tightest_slew_ns = 0.198
min_period_ns = 1.35
timing.final.ws_setup_ns = -0.348

[setup_path]
slowest_delay_ns = 0.53
crit_family = AND-OR/OR-AND gates
reg2reg_depth = 4
crit_type = input port to register
rr_endpoint = moneyToGive[3]
startpoint_type = input port
r2r-start = moneyToGive[3]
cp.required_ns = 1.12
rrSetupSlack_ns = 0.18
path_depth = 4
path_buffers = 1
worst_ep_arrival_time_ns = 1.47
crit_path_max_fanout = 5
endpoint_kind = register
critPathCapture = moneyToGive[3]
crit_start = inputMoney[2]
crit_slowest_cell = or4b_4
crit_chain = buf_6, or4b_4, o311a_4, o31a_1

[clock_tree]
cts_root_buf = clkbuf_4
insertion_delay_ns = 0.24
cts_buffers = 3
tritoncts = done
cts.path.max_buffers = 2
cts.sinks = 5
h-tree-depth = 1
clk_pin_slew_worst_paths_ns = 0.05

[layout]
largest_reg_flops = 5
area_growth_pct = 100
fin_util_pct = 25.9
layout-drive-gt1-share_pct = 56.7
fillCellCount = 366

[floorplanning]
fp_util_pct = 12.9
die_h_um = 80
io_pins = 20
core-area_um2 = 3420
dieWidth_um = 80
fp.dieArea_um2 = 6400
rows = 21

[pwr]
power_density_nw_per_um2 = 996
p_total_uw = 880
vdd_drop_max_mv = 0.273
power_leakage_uw = 0.000408

[outcome]
violations = setup timing
status = finished, violations left

[global_route]
grt_util_all_layers_pct = 4.46
grt_pass1_vias = 540
grt_first_pass_wirelength_mm = 2.35
overflow = 0
grt_max_degree = 9
antenna_found_initial = 0

[place]
port-buffer-count = 19
place_hpwl_mm = 1.22
place.gp.congestion = 0.837

[job]
maxCapViolations = 0
warnings = 28

[worst_hold_path]
hold_path_class = input port to async pin
[layer usage]
metal | share of wire, % | track usage, % | up-vias
li1 | - | - | 259
met1 | 42 | 5.44 | 232
met2 | 48 | 6.90 | 14
met3 | 8.1 | 2.16 | 2
met4 | 1.8 | 1.06 | 0
met5 | 0 | 0 | -
[timing repair]
item | in CTS | in global routing
buffers inserted | 2 | 0
gates resized | 63 | 13
endpoints found under the hold margin | 0 | 0
setup endpoints to repair | 10 | 7
pin swaps | 14 | 6
hold buffers | 0 | 0
[worst reg2reg max path: cells and delay by family (launching register included)]
kind | cells | cell delay [ns]
DFF | 1 | 0.37
AOI/OAI and AO/OA | 2 | 0.15
buffers and inverters | 2 | 0.17
[layout by cell type, fill, tap and decap left out, types with 2 or more instances in the layout]
cell              n
buf_2             6
buf_4            14
buf_6             5
clkbuf_2          4
clkbuf_4          3
clkdlybuf4s50_1   3
dfrtp_1           5
ha_4              3
inv_1             6
inv_2             4
nand2_1           4
nor2_1            2
o21ai_1           4
o22ai_1           2
o22ai_2           2
xnor2_1           3
[layout make-up]
type	instances	area, um^2	share of cell area, %
clock buffers	4	26.3	2.97
inverters	10	37.5	4.25
multi-input cells	37	372	42.1
flip-flops and latches	5	125	14.2
well taps	46	57.6	6.52
repair buffers	34	265	30.0
[kinds of logic after synthesis]
family | Yosys count | share of synthesized area (%)
AND-OR/OR-AND | 15 | 23.2
AND/OR/NAND/NOR | 13 | 15.3
buffers and inverters | 11 | 9.35
adder cells (fa/ha/maj) | 5 | 15.9
flip-flops | 5 | 28.3
XOR/XNOR | 4 | 7.93
[power by group]
group | switching [uW] | internal (uW)
Clock | 83.1 | 151
Combinational | 158 | 233
Sequential | 16.8 | 238
[per-stage QoR]
| step | instance area, um^2 | instances | worst slack [ns] | hold slack (ns) |
|---|---|---|---|---|
| 2_1_floorplan | 452 | 53 | -0.433 | -0.0215 |
| 3_3_place_gp | 793 | 130 | -0.949 | 0.418 |
| 3_5_place_dp | 793 | 130 | -0.979 | 0.424 |
| 4_1_cts | 861 | 136 | -0.335 | 0.159 |
| 5_1_grt | 883 | 136 | -0.351 | 0.179 |
| 6_report | 883 | 136 | -0.348 | 0.157 |
[worst min path at each step]
stage / startpoint / to / cells past startpoint / slack [ns]
4_1_cts: reset / moneyToGive[4] / 2 / 0.16
5_1_grt: reset / moneyToGive[2] / 2 / 0.18
6_report: reset / moneyToGive[4] / 2 / 0.16
